$ cat ./config.mk
export PLATFORM = sky130hd
export DESIGN_NAME = MUX5_1
export DESIGN_NICKNAME = MUX5_1
export VERILOG_FILES = /design/flow/design.v
export SDC_FILE = /design/flow/constraint.sdc
export NUM_CORES = 4
export LEC_CHECK = 1
export CORE_AREA = 10 10 70 70
export DIE_AREA = 0 0 80 80
$ cat ./constraint.sdc
current_design MUX5_1

set clk_period 3.1
set clk_io_pct 0.2

create_clock -name clk0 -period $clk_period

set non_clock_inputs [all_inputs -no_clocks]
set_input_delay [expr $clk_period * $clk_io_pct] -clock clk0 $non_clock_inputs
set_output_delay [expr $clk_period * $clk_io_pct] -clock clk0 [all_outputs]
$ cat ./design.v
module MUX5_1 (d0, d1, d2, d3, d4, sel, m );
input [15:0] d0, d1, d2, d3, d4;
input  [2:0] sel;
output reg [15:0] m;
always@(*)
case ( sel )
	0: m = d0;
	1: m = d1;
	2: m = d2;
	3: m = d3;
	4: m = d4;
	default: m = d0;
endcase
endmodule
$ cat ./run.sh
#!/bin/bash
# OpenROAD 26Q1-2900-gdf79404cd8, Yosys 0.63+post, stock flow scripts
make -C /OpenROAD-flow-scripts/flow DESIGN_CONFIG=/design/flow/config.mk WORK_HOME=/design/flow/orfs finish
==> run notes <==
Implementation status.

- The net switching share of the total power is 29.1%.
- The placed wire-length estimate after detailed placement is 3760 um.
- The script logs the ratio of routed vias to standard cells as 4.97.
- The proportion of power drawn by combinational gates is 100.0%.
- Endpoints failing hold in the final report were tallied at 0.
- The placement report lists the number of port buffers as 99.
- The flow reports that sequential cells draw 0% of the design power.
- The die is 80 um wide.
- Total power normalized to cell area comes to 144 nW/um2.
- The final timing report lists a max-slew violation count of 0.
- Power comes to 0.278 mW.
- The number of diodes is 0.
- The required time at the worst-slack endpoint is 2480 ps.
- The number of standard cells in the layout, taps in and fillers out is 254.
- The first-iteration detailed-routing DRC count is 58.
- The area fraction of the dominant cell type after synthesis is 28.4%.
- The post-synthesis cell count from yosys is 117.
- The number of clock-tree buffers in the layout is 0.
- Across the VDD grid, the largest voltage drop is 0.0736 mV.
- The most repeated cell in the gate-level netlist after synthesis is sky130_fd_sc_hd__nand3b_1.
- The total overflow left after global routing is 0.
- STA classifies the critical path endpoint as an output pin.
- The placeable core region is 3420 um2.
- Per Yosys stat, the portion of area used by sequential elements is 0%.
- The detailed router placed 1,262 vias in this run.
- Internal power comes to 0.197 mW.
- Once the floorplan was initialized, standard cells occupied 24.7% of the core.
- The post-route cell area is 1930 um2.
- In the final layout, the share of cells above drive strength 1 is 5.77%.
- In the synthesis report, Yosys lists the chip area as 845 um2.
- The post-synthesis cell count is 117.
- The proportion of power drawn by the clock network is 0%.
- The switching component of the power was reported as 0.0809 mW.
- The highest clock rate this design can be run at is 364 MHz.
- Setup repair after global routing left no endpoint under its margin.
- The chip footprint is 6400 um2.
- The critical path in this run is classified as input port to output pin.
- Yosys attributes the largest share of cell area to sky130_fd_sc_hd__nand3b_1, sky130_fd_sc_hd__a221o_1, sky130_fd_sc_hd__o22a_1.
- In this run the count of I/O pins placed on the die edge is 99.
- The instance count after placement with tap cells included is 253.
- sky130_fd_sc_hd__nand3b_1 takes more of the synthesized area than any other cell.
- The post-route fraction of the period consumed by the critical path is 88.6%.
- Counting I/O delays and the setup requirement, the final critical path takes 2750 ps.
- The standard-cell row count is 21.
- The remaining max-slew budget at the tightest pin is 81.5%.
- The count of unresolved DRC violations after routing is 0.
- The number of antenna violations at the first check in global routing was 0.
- The layout has 327 filler cells.
- Max fanout on the critical path was recorded as 16.
- According to the timing report, the arrival time at the worst endpoint equals 2130 ps.
- The tool warning count is 34.
- The register area is 0 um2.
- The placer congestion estimate is 0.841.
- The total number of yosys warnings is 1.
- Entering global routing, the biggest net connects 33 pins.
- The tally of max-capacitance violations is 0.
- The synthesized netlist contains 13 unique library cells.
- The final wirelength is 4440 um.
- The final setup violation count is 0.
- STA classifies the critical path startpoint as an input port.
- The synthesis run shows the most used standard cells to be sky130_fd_sc_hd__nand3b_1, sky130_fd_sc_hd__a21oi_1, sky130_fd_sc_hd__a221o_1, sky130_fd_sc_hd__nand2b_1, sky130_fd_sc_hd__o22a_1.
- The first global-routing pass estimated 7100 um of wire.
- The number of optimization iterations in the first detailed-route pass is 4.
- The height of the die is 80 um.
- The count of nets left with antenna violations once routing finished came out at 0.
- Between the synthesized netlist and the finished layout, the area growth was recorded as 128%.
- There are 0 flip-flops and latches.
- The average size of a mapped cell is 7.22 um2.
- At the pin with the least slew margin, the transition time is 277 ps.
- The reported leakage power is 0.693 nW.
- The script logs the mean routed wire length per placed instance as 17.5 um.
- For the final routed database, the setup TNS stands at 0 ps.
- The overall global routing resource usage is 13.5%.
- The post-synthesis instance area is 845 um2.
- Note that the worst hold path type here is input port to output pin.
- The via count of the first global-routing pass came to 1,340.
- The run finished with clean final reports.
- The area of placed instances is 1880 um2.
metal layers:
layer  GRT usage [%]  wire, um  vias to the layer above
met5               0         0                        -
met4               0         0                        0
met3            3.86       361                        0
met2            21.3      2110                       42
met1            18.8      1970                      571
li1                -         -                      649
power groups by stage:
stage | Combinational [mW] | Clock [mW] | Sequential, mW
4_1_cts | 0.279 | 0 | 0
5_1_grt | 0.302 | 0 | 0
6_report | 0.278 | 0 | 0
cells in the final DEF (no fill, tap or decap):
master	n
sky130_fd_sc_hd__buf_12	3
sky130_fd_sc_hd__o22a_1	16
sky130_fd_sc_hd__o21a_2	1
sky130_fd_sc_hd__buf_4	2
sky130_fd_sc_hd__clkdlybuf4s50_1	96
sky130_fd_sc_hd__nor2_4	1
sky130_fd_sc_hd__nor3_2	1
sky130_fd_sc_hd__nand3b_1	32
sky130_fd_sc_hd__a21oi_1	16
sky130_fd_sc_hd__and2_4	1
sky130_fd_sc_hd__nor2_1	1
sky130_fd_sc_hd__dlymetal6s2s_1	3
sky130_fd_sc_hd__nand2b_1	16
sky130_fd_sc_hd__a221o_1	16
sky130_fd_sc_hd__buf_6	3
metrics by stage:
| step | util (%) | hold WS (ps) | setup slack [ps] |
|---|---|---|---|
| finish | 56.4 | 2200 | 354 |
| global route | 56.4 | 2240 | 273 |
| CTS | 55.7 | 2210 | -11.7 |
| detailed placement | 55.1 | 2200 | -71.3 |
| global placement | 55.1 | 2210 | -62.1 |
| floorplan | - | 1310 | 920 |
what timing repair did:
| item | 4_1_cts | 5_1_grt |
|---|---|---|
| hold endpoints to repair | 0 | 0 |
| endpoints found under the setup margin | 16 | 16 |
| hold buffers | 0 | 0 |
| pin swaps | 1 | 0 |
| setup buffers | 1 | 0 |
| gates resized | 1 | 9 |
cells by family after synthesis:
group | synth area share, %
and+or+nand+nor | 43.4
AOI/OAI and AO/OA | 45.9
buffers and inverters | 10.7
path summary, 6_finish.rpt:
kind               end  depth (start not counted)  startpoint  slack (ps)
hold / removal    m[7]                          3       d0[7]        2200
setup / recovery  m[7]                          6      sel[0]         350
final cells by class:
type / instances / area, um2 / area share (%)
Multi-Input combinational cell: 101 / 763 / 39.6
Tap cell: 46 / 57.6 / 2.99
Timing Repair Buffer: 107 / 1110 / 57.4
worst max-delay path, stage by stage:
cell	delay (ps)
sky130_fd_sc_hd__dlymetal6s2s_1	180
sky130_fd_sc_hd__o21a_2	270
sky130_fd_sc_hd__buf_12	150
sky130_fd_sc_hd__a221o_1	280
sky130_fd_sc_hd__o22a_1	200
sky130_fd_sc_hd__clkdlybuf4s50_1	410
No activity file was given, so power comes from the tool's default toggle rates.
