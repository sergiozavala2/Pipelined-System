===== flow/design.v =====
module MUX3_1(d0, d1, d2, sel, m);
input [15:0] d0, d1, d2;
input  [1:0] sel;
output reg [15:0] m;
always@(*)
case ( sel )
	0: m = d0;
	1: m = d1;
	2: m = d2;
	default: m = d0;
endcase
endmodule

===== flow/run.sh =====
#!/bin/bash
# OpenROAD 26Q1-2900-gdf79404cd8, Yosys 0.63+post, stock flow scripts
make -C /OpenROAD-flow-scripts/flow DESIGN_CONFIG=/design/flow/config.mk WORK_HOME=/design/flow/orfs finish

===== flow/constraint.sdc =====
current_design MUX3_1

set clk_period 1.9
set clk_io_pct 0.2

create_clock -name clk0 -period $clk_period

set non_clock_inputs [all_inputs -no_clocks]
set_input_delay [expr $clk_period * $clk_io_pct] -clock clk0 $non_clock_inputs
set_output_delay [expr $clk_period * $clk_io_pct] -clock clk0 [all_outputs]

===== flow/config.mk =====
export PLATFORM = sky130hd
export DESIGN_NAME = MUX3_1
export DESIGN_NICKNAME = MUX3_1
export VERILOG_FILES = /design/flow/design.v
export SDC_FILE = /design/flow/constraint.sdc
export NUM_CORES = 4
export LEC_CHECK = 1
export CORE_AREA = 10 10 70 70
export DIE_AREA = 0 0 80 80

==> run notes <==
fresh numbers from the pnr run: Hold Vio Cnt, Final 0, final wirelength 2.57 mm, Pint 0.217 mW, Max Cap Violations 0, worst setup margin 0.0846 ns, vias in the first global route 814, run status finished, final reports clean, power share of the sequential group 0%, critical path arrival 1.44 ns, Layout Cells excl Fill 181, CORE AREA 3420 µm², Switching Fraction 31.3%, Worst-Margin Slew 0.158 ns, static leakage 0.505 nW, dpl hpwl 1.98 mm, CP startpoint kind input pin, fin crit share 95.5%, largest net degree at the start of global routing 17, Placed Cells incl. Taps 169, final core occ 36.1%, Comb pwr share 100.0%, gr ovfl total 0, all-layer global routing usage 7.55%, Die Width 80 µm, Net Sw Power 0.0986 mW, setup tns final 0 ns, port bufs 66, first-pass GRT wire length 3.98 mm, VDD IR max 0.141 mV, Pwr per Cell Area 256 nW/µm², RSZ-0062 raised after global routing no, Worst EP required 1.52 ns, Mapped Cells 59, worst slack, placed -0.562 ns, crit path time final 1.82 ns, Reg area 0 µm², yosys warning tally 1, synthesis area per yosys 419 µm², yosys stat cell total 59, full die area 6400 µm², HP Class input pin to output pin, Antenna Nets Post-Route 0, drt pass-1 iters 3, number of logged tool warnings 34, fillers 346, Antenna Cells 0, fmax 551 MHz, seq_cells 0, CP max FO 16, DRC 0, clock share of power 0%, worst setup path endpoint m[15], initial antenna violation count 0, crit end category output pin, Boundary Pins 66, Synth Cell Area 419 µm², post-DR wirelength/cell 14.2 µm, register area share after synthesis 0%, Yosys cell types 12, FP Util 12.3%, Setup-failing EPs final 0, Rel. slew slack 89.5%, Chip Height 80 µm, RePlAce Congestion 0.767, Crit. Startpoint sel[0], DRT iter0 DRCs 14, final slew viol count 0, clkbuf count 0, highest-count logic cell in the final layout clkdlybuf4s50_1, Core Rows 21, most frequent cells in the layout 48 x clkdlybuf4s50_1, 16 x nand2_1, 13 x o21ai_1, 13 x dlygate4sd2_1, 12 x buf_4, via count 715, share of layout cells above drive strength 1 25.9%, routed vias/inst 3.95, worst setup path class input pin to output pin, Avg Inst Size Synth 7.10 µm², Layout area overhead 194%
## stage by stage
stage / hold WS (ns) / total power, mW / area [µm²]
final: 1.37 / 0.315 / 1230
after global routing: 1.41 / 0.344 / 1230
after CTS: 1.41 / 0.334 / 1260
after detailed placement: 1.68 / 0.280 / 1110
after global placement: 1.67 / 0.277 / 1110
after floorplan: 0.816 / 0.0840 / 419
## per-layer routing
metal	vias to the layer above	wire, µm	global-route usage [%]
li1	375	-	-
met1	299	1120	9.49
met2	41	1100	12.1
met3	0	342	3.64
met4	0	0	0
met5	-	0	0
## critical path, cell delays in order
cell and delay, ns:
buf_6 0.09, inv_4 0.03, ha_4 0.27, buf_4 0.15, buf_12 0.14, o21ai_0 0.14
dlygate4sd2_1 0.23
## how the worst min path moves through the flow
| stage | from | to | slack (ns) | cells past startpoint |
|---|---|---|---|---|
| CTS | sel[1] | m[2] | 1.41 | 5 |
| global route | sel[1] | m[12] | 1.41 | 5 |
| finish | d0[14] | m[14] | 1.37 | 4 |
## final cells by class
cell class	instances	area, µm²	share of cell area [%]
timing repair buffer	83	802	65.0
multi-input combinational	50	364	29.5
tap	46	57.6	4.67
inverter	2	10.0	0.811
## power by group through the flow
stage | clock network (mW) | registers (mW) | logic, mW
after CTS | 0 | 0 | 0.334
after global routing | 0 | 0 | 0.344
final | 0 | 0 | 0.315
## logic make-up after synthesis
family                   synth area share, %
AND-OR/OR-AND                           60.6
adder cells (fa/ha/maj)                 5.97
buffers and inverters                   19.1
AND/OR/NAND/NOR                         14.3
## repair_timing
action                                  4_1_cts  5_1_grt
resized                                      41        5
endpoints found under the setup margin       16        7
hold buffers                                  0        0
setup buffers                                 9        1
cloned                                        3        0
pin swaps                                     1        1
## Yosys cell counts
| cell | instances | share of area, % |
|---|---|---|
| o21ai_0 | 6 | 7.2 |
| buf_12 | 1 | 4.8 |
| inv_1 | 2 | 1.8 |
| a22oi_2 | 10 | 30 |
| buf_8 | 1 | 3.6 |
| o21ai_2 | 1 | 2.1 |
| ha_1 | 2 | 6.0 |
| buf_6 | 2 | 5.4 |
| o21ai_1 | 9 | 11 |
| buf_2 | 3 | 3.6 |
| a22oi_1 | 6 | 11 |
| nand2_1 | 16 | 14 |
Power and IR drop assume default switching activity.
