<file path="design/flow/run.sh">
#!/bin/bash
# OpenROAD 26Q1-2900-gdf79404cd8, Yosys 0.63+post, stock flow scripts
make -C /OpenROAD-flow-scripts/flow DESIGN_CONFIG=/design/flow/config.mk WORK_HOME=/design/flow/orfs finish
</file>
<file path="design/flow/config.mk">
export PLATFORM = sky130hd
export DESIGN_NAME = REG_FILE
export DESIGN_NICKNAME = REG_FILE
export VERILOG_FILES = /design/flow/design.v
export SDC_FILE = /design/flow/constraint.sdc
export NUM_CORES = 4
export LEC_CHECK = 1
export CORE_UTILIZATION = 30
</file>
<file path="design/flow/constraint.sdc">
current_design REG_FILE

set clk_period 3.9
set clk_io_pct 0.2

create_clock -name clk0 -period $clk_period [get_ports {clk}]

set non_clock_inputs [all_inputs -no_clocks]
set_input_delay [expr $clk_period * $clk_io_pct] -clock clk0 $non_clock_inputs
set_output_delay [expr $clk_period * $clk_io_pct] -clock clk0 [all_outputs]
</file>
<file path="design/flow/design.v">
module REG_FILE(clk, rst, reg_we, reg14_we,op1_data, 
		op2_data, reg14_data,op1_addr,
		op2_addr, w_addr, w_data, w_reg14);
input clk, rst, reg_we, reg14_we;                
input[3:0] op1_addr, op2_addr, w_addr;
input[15:0] w_data, w_reg14;
output reg [15:0] op1_data, op2_data, reg14_data; 
reg [15:0] register [15:1];
always@(posedge clk,negedge rst)
begin
	if(~rst)
	begin
		register [0] = 16'h7b18;
		register [1] = 16'h245b;
                register [2] = 16'hff0f;
                register [3] = 16'hf0ff;
                register [4] = 16'h0051;
                register [5] = 16'h6666;
                register [6] = 16'h00ff;
                register [7] = 16'hff88;
                register [8] = 16'h0000;
                register [9] = 16'h0000;
                register [10] = 16'h3099;
                register [11] = 16'hcccc;
                register [12] = 16'h0002;
                register [13] = 16'h0011;
		register [14] = 16'h0000;
	end
	else
		begin
		if(reg_we)
			register[w_addr] = w_data;
		if(reg14_we)
			register[14] = w_reg14;
	end
end
always@(*)
begin
        op1_data = register[ op1_addr ];
        op2_data = register[ op2_addr ];
        reg14_data = register[14];
end
endmodule
</file>
==> CHANGELOG.md <==
## Flow update

- HPWL Detailed: 34020 µm
- Die area: 0.04718 mm²
- Critical-path maximum fanout: 11
- Syn Inst Count: 1232
- Starting Density: 30.49%
- CTS sink cnt: 256
- Crit-path most repeated cell: clkdlybuf4s50_1
- Clock-pin slew on the worst setup and hold paths: 0.05 ns
- Fin util: 38.25%
- Initial antenna violation count: 1
- Largest register FFs: 256
- Drt total wl: 50790 µm
- Starting DRT DRC Count: 1035
- Commonest flop: dfrtp_1
- CP max-delay cell: clkdlybuf4s50_1
- EDFF count, synth: 32
- Highest-count logic cell in the final layout: mux2_2
- # setup viols final: 0
- Total power per unit cell area: 478.1 mW/mm²
- FP Rows: 78
- Largest net degree at the start of global routing: 128
- Avg Inst Size Synth: 11.28 µm²
- Placed cell count: 1943
- Layout area overhead: 25.46%
- Worst slew pin tran: 0.7148 ns
- Tool warnings: 28
- Vias in the first global route: 11577
- Register share after synthesis: 47.95%
- DIE WIDTH: 217.2 µm
- Ys flops: 256
- Yosys Chip Area: 0.01389 mm²
- I/O pin cnt: 96
- Relative slew slack: 52.35%
- CP Launch Point: op1_addr[3]
- First-pass DRT Iterations: 5
- CTS tree: built
- Clk_skew: 0 ns
- Core Area: 0.04558 mm²
- Die H: 217.2 µm
- Gpl congestion: 0.9607
- Fin crit share: 98.66%
- Insertion Delay late pin: 0.57 ns
- Dpl cell area: 0.01633 mm²
- CTS max path bufs: 3
- Worst vdd ir: 0.3290 mV
- H-tree level count: 1
- DR vias/cell: 5.818
- Min Tclk post-route: 3.848 ns
- Critical Path RT: 3.12 ns
- Outcome: completed
- # Cells Yosys: 1232
- DRC viols: 0
- Slowest stage delay, CP: 0.51 ns
- Final antenna-violating net count: 0
- CP Capture Type: primary output
- CP Launch Type: input pin
- Non-filler cells in the finished layout: 1999
- Share of cells above drive strength 1: 37.24%
- Max cap viols: 0
- Arrival time worst endpoint: 3.07 ns
- Critical Setup Path Class: in2out
- Leakage: 6.776 nW
- First-pass GRT wire length: 75530 µm
- Async set-reset flop share out of synthesis: 87.50%
- Cell Area, Synth: 0.01389 mm²
- # diodes: 0
- Synthesis Warnings: 2
- Fin area: 0.01743 mm²
- IO Port Bufs: 95
- Worst path cell trace: clkdlybuf4s50_1 > buf_4 > nor2b_4 > and2_2 > buf_12 > a221o_1 > o21ai_0 > a21oi_1 > clkdlybuf4s50_1
- R2r startpoint: register[14][15]
- Hold Crit Class: in2async
- Clock buffer count from CTS: 28
- Root Buffer: clkbuf_16
- CTS Hold Bufs: 0
- Max Slew Vio Count: 0
- Drt wl/cell: 25.41 µm
- DR vias: 11630
- Count of final hold-check violations: 0
- Max Freq: 259.9 MHz
- Yosys cell types: 59
- Setup repair after global routing missed its margin: true
- Most frequent cells in the layout: 219 x mux2_2, 147 x dfrtp_1, 112 x buf_4
- Overflow after GRT: 0
- GRT Total Usage: 22.27%
==> cells in the mapped netlist, types with 3 or more instances <==
cell type	count	area (µm²)
a221oi_1	13	113.9
o21ai_0	49	245.2
mux2i_1	49	490.5
inv_1	6	22.52
a221o_1	13	130.1
nor3_1	18	90.09
a22oi_1	95	713.2
clkbuf_1	56	210.2
nand3_1	10	50.05
a31oi_1	10	62.56
a32oi_1	4	35.03
and3_1	7	43.79
o22a_1	5	43.79
mux2_2	219	2466
dfrtp_1	147	3679
a311oi_1	3	26.28
and2_1	5	31.28
o32a_1	14	140.1
mux2_1	4	45.04
o211ai_1	11	82.58
o22ai_1	24	150.1
nor2b_1	26	162.7
nand3b_1	3	22.52
dfstp_2	77	2023
nand2b_1	8	50.05
a21oi_1	43	215.2
edfxtp_1	32	960.9
buf_2	51	255.2
buf_1	6	22.52
buf_6	3	33.78
a222oi_1	10	100.1
nand2_1	84	315.3
or3_1	6	37.54
a22o_1	29	254.0
o221ai_1	14	122.6
nor2_1	46	172.7
==> final timing paths <==
kind | endpoint | slack, ns | cells past startpoint
max in group asynchronous | register[12][8] | 2.67 | 2
setup reg to reg | register[14][15] | 3.01 | 2
setup / recovery | op1_data[8] | 0.05 | 9
min in group clk0 | register[13][14] | 0.53 | 1
hold / removal | register[11][0] | 0.15 | 1
hold reg to reg | register[13][14] | 0.53 | 1
==> metal layers <==
| layer | vias up | track usage (%) | wire, µm |
|---|---|---|---|
| li1 | 5011 | - | - |
| met1 | 5828 | 31.61 | 21240 |
| met2 | 674 | 32.09 | 22090 |
| met3 | 117 | 8.451 | 5710 |
| met4 | 0 | 6.878 | 1754 |
| met5 | - | 0.6250 | 0 |
==> worst max-delay path, delay by kind of cell <==
family / cells / cell delay (ns)
and+or+nand+nor: 2 / 0.41
AOI/OAI and AO/OA: 3 / 0.55
buffers and inverters: 4 / 1.31
==> stage by stage <==
step	hold WS, ns	worst slack (ns)	power [mW]	TNS [ns]
3_5_place_dp	0.5193	-0.2732	5.509	-1.710
4_1_cts	0.1487	0.002431	8.335	0
5_1_grt	0.1764	-0.008406	8.690	-0.008406
2_1_floorplan	0.4844	1.009	4.710	0
6_report	0.1512	0.05218	8.334	0
3_3_place_gp	0.5080	-0.3448	5.477	-1.983
==> kinds of logic (layout without fill, tap and decap cells) <==
logic type             after synthesis  after routing  share of synthesized area (%)
AOI/OAI and AO/OA                  353            353                          18.51
muxes                              273            273                          21.76
DFF                                256            256                          47.95
and+or+nand+nor                    227            227                          7.834
buffers and inverters              123            290                          3.944
==> power breakdown <==
group / total, mW / internal [mW] / switching (mW)
Clock: 2.82 / 1.67 / 1.14
Sequential: 3.84 / 3.37 / 0.470
Combinational: 1.68 / 0.945 / 0.730
==> layout make-up <==
type,count,area [µm²]
Multi-Input combinational cell,853,6788
Timing Repair Buffer,231,2232
Clock inverter,17,193.9
Sequential cell,256,6663
Inverter,7,26.28
Clock buffer,35,778.2
Fill cell,4281,28140
Tap cell,600,750.7
==> repair_timing <==
item | 4_1_cts | 5_1_grt
gates resized | 9 | 19
pin swaps | 0 | 5
setup buffers | 0 | 3
cloned | 0 | 1
setup endpoints to repair | 26 | 17
Power is estimated from default activity; no workload was simulated.
